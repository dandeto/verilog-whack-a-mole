$ cat flow/config.mk
export PLATFORM = sky130hd
export DESIGN_NAME = prbs16
export DESIGN_NICKNAME = prbs16
export VERILOG_FILES = /design/flow/design.v
export SDC_FILE = /design/flow/constraint.sdc
export NUM_CORES = 4
export LEC_CHECK = 1
export CORE_AREA = 10 10 74 74
export DIE_AREA = 0 0 84 84
$ cat flow/run.sh
#!/bin/bash
# OpenROAD 26Q1-2900-gdf79404cd8, Yosys 0.63+post, stock flow scripts
make -C /OpenROAD-flow-scripts/flow DESIGN_CONFIG=/design/flow/config.mk WORK_HOME=/design/flow/orfs finish
$ cat flow/design.v
module prbs16(
	      input 		clk,
	      input 		rst,
	      input 		shiftEn,
	      output [9:0] outSeq
	      );
   reg [9:0] lfsrReg;
   initial begin
      lfsrReg <= 10'b1001001101;
   end
   always @(posedge clk)
     begin
	if (rst)
	  begin
	     lfsrReg <= 10'b1001001101;
	  end
	else if (shiftEn)
	  begin
	     lfsrReg[9] <= lfsrReg[8];
	     lfsrReg[8] <= lfsrReg[7];
	     lfsrReg[7] <= lfsrReg[6];
	     lfsrReg[6] <= lfsrReg[5];
	     lfsrReg[5] <= lfsrReg[4];
	     lfsrReg[4] <= lfsrReg[3];
	     lfsrReg[3] <= lfsrReg[2];
	     lfsrReg[2] <= lfsrReg[1];
	     lfsrReg[1] <= lfsrReg[0];
	     lfsrReg[0] <= lfsrReg[9] ^ lfsrReg[6] ^ lfsrReg[5] ^ lfsrReg[4];
	  end
	if(lfsrReg == 0)
	  begin
	     lfsrReg <= 10'b1001001101;
	  end
     end
   assign outSeq = lfsrReg;
endmodule
$ cat flow/constraint.sdc
current_design prbs16

set clk_period 1.6
set clk_io_pct 0.2

create_clock -name clk0 -period $clk_period [get_ports {clk}]

set non_clock_inputs [all_inputs -no_clocks]
set_input_delay [expr $clk_period * $clk_io_pct] -clock clk0 $non_clock_inputs
set_output_delay [expr $clk_period * $clk_io_pct] -clock clk0 [all_outputs]
==> flow_summary.yaml <==
# yosys + openroad results
drt:
  route.detailed.drc: 0
  via_per_inst: 3.12
  routed_wl_um: 1040
  vias: 328
  drtIter0Drc: 11
  n_antenna_cell: 0
  wl_per_cell_um: 9.93
  final_antenna_net_count: 0
  drt-pass1-iter-count: 4
timing:
  rsz0062_at_grt: "false"
  post-route-min-period_ns: 1.48
  tightest_slew_ns: 0.393
  slew_violations: 0
  setup_viol: 0
  tns_ns: 0
  hold_ws_ns: 0.537
  hold_viol_final: 0
  finalCritPeriodShare: 0.927
  slew_headroom: 0.737
  finalClockSkew_ns: 0.00336
  max_freq_mhz: 674
logic_synthesis:
  ys_sh_mux: 0.224
  ys_cells: 39
  synth_area_um2: 402
  numSynthFlops: 10
  netlist_instances: 39
  yosys.area.top_type_share: 0.498
  synth-xor-area-share: 0.0654
  avgSynthCellArea_um2: 10.3
  aoi_share: 0.0592
  area_leaders: "dfxtp_1, mux2i_1, nor2_1, xnor2_1, nand2_1"
  fa_ha_area_frac: 0
  top_area_cell: "dfxtp_1"
  ys_warn_count: 1
  synth.yosys.seq_area_share: 0.498
  logic_family: "multiplexers"
  ys_sh_simple: 0.140
  yosysChipArea_um2: 402
  synthDistinctLibCells: 12
setup_path:
  crit_start: "lfsrReg[4]"
  r2r_slack_ns: 0.41
  crit_path_end_kind: "output pin"
  timing.rr.start: "lfsrReg[4]"
  crit_buf_inv: 1
  cp_slowest_stage_delay_ns: 0.51
  cp_slowest_cell: "clkdlybuf4s50_1"
  path_class: "reg -> out"
  path_cells: "clkdlybuf4s50_1"
  worstRegToRegCells: 3
  worstReg2RegEnd: "lfsrReg[7]"
  crit_cells: 1
  path_delay_family: "buffers and inverters"
  cp-start-kind: "flop"
  critical_path_required_ns: 1.28
  crit_fanout: 5
  cp.arrival_ns: 1.16
clocking:
  cts_made_buffers: 3
  post_cts_resized: 0
  postCtsHoldBufs: 0
  clk_pin_slew_worst_paths_ns: 0.04
  postCtsSetupBuffers: 0
  cts_tree: "built"
  clk_latency_ns: 0.23
  htree_levels: 1
  cts_sinks: 10
  clk_path_buf_depth: 2
  clockRootBuffer: "clkbuf_8"
worst_hold_path:
  hp-class: "reg -> reg"
  worstHoldPathCells: 2
  hp-start: "lfsrReg[3]"
  hold_end: "lfsrReg[3]"
final_layout:
  layout_top_cell: "clkdlybuf4s50_1"
  ff_latch_area_um2: 200
  largest-register: "lfsrReg"
  top_regs: "lfsrReg (10)"
  largest_reg_flops: 10
  syn_to_final_growth_pct: 58.3
  logic_area_um2: 196
  most-common-layout-cells: "clkdlybuf4s50_1, dfxtp_1, mux2i_1"
  drive_above_1_share: 0.109
  fin_area_um2: 636
  fill_cells: 433
global_route:
  antenna_found_initial: 0
  grt_max_degree: 8
  grt_pass1_wl_um: 1740
  grtUsageTotal: 0.0307
  grt-ovfl-total: 0
  grt_pass1_vias: 343
floorplan:
  fp-row-count: 23
  die_h_um: 84
  die-area_mm2: 0.00706
  ios: 13
  fp.dieW_um: 84
  core_area_mm2: 0.00397
  fp_util: 0.101
power:
  power.share.sequential: 0.459
  power.switching_mw: 0.138
  power_frac_comb: 0.156
  p_leak_nw: 0.250
  clkPwrFrac: 0.385
  internal_power_mw: 0.501
  p_sw_frac: 0.217
  power_density_mw_per_mm2: 1010
  ir_worst_vdd_v: 0.000308
placed_design:
  gp_congestion: 0.786
  placed_cell_area_um2: 594
  port-buffer-count: 12
  post-dp-hpwl_um: 798
run:
  drv_cap: 0
  tool_warnings: 25
status:
  status: "completed"
cells in the mapped netlist (all sizes together):
library cell  number
nor4               2
dfxtp             10
buf                1
a211o              1
nor2b              1
a31oi              1
nor2               6
mux2i              9
xnor2              2
a31o               1
nand2              4
xor2               1
power by group through the flow:
stage,Combinational [mW],Sequential [mW],Clock [mW]
6_report,0.100,0.293,0.246
5_1_grt,0.113,0.297,0.276
4_1_cts,0.103,0.294,0.252
worst max path at each step:
| stage | endpoint |
|---|---|
| finish | outSeq[4] |
| CTS | outSeq[4] |
| global route | outSeq[6] |
layer usage:
| layer | vias to the layer above | global-route usage | wire length [um] |
|---|---|---|---|
| met5 | - | 0 | 0 |
| met4 | 0 | 0.00152 | 0 |
| met3 | 0 | 0.0325 | 187 |
| met2 | 12 | 0.0418 | 395 |
| met1 | 146 | 0.0340 | 460 |
| li1 | 170 | - | - |
kinds of logic after synthesis:
family | after synthesis
buf+inv | 1
flops | 10
compound gates | 3
simple gates | 13
mux | 9
xor+xnor | 3
cell type report:
cell class,count,share of cell area
multi-input cells,28,0.309
well taps,50,0.0984
flip-flops and latches,10,0.315
clock buffers,3,0.0650
repair buffers,14,0.213
stage by stage:
stage                     power, mW  instances  setup WS (ns)  utilization
after floorplan               0.338         39          0.563            -
after global placement        0.399        102          0.210        0.150
after detailed placement      0.399        102          0.190        0.150
after CTS                     0.649        105         0.0962        0.160
after global routing          0.687        105         0.0617        0.160
final                         0.640        105          0.116        0.160
Power is estimated from default activity; no workload was simulated.
