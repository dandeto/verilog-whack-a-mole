## config.mk

```make
export PLATFORM = sky130hd
export DESIGN_NAME = hex_driver
export DESIGN_NICKNAME = hex_driver
export VERILOG_FILES = /design/flow/design.v
export SDC_FILE = /design/flow/constraint.sdc
export NUM_CORES = 4
export LEC_CHECK = 1
export CORE_AREA = 10 10 70 70
export DIE_AREA = 0 0 80 80
```

## constraint.sdc

```tcl
current_design hex_driver

set clk_period 1.9
set clk_io_pct 0.2

create_clock -name clk0 -period $clk_period

set non_clock_inputs [all_inputs -no_clocks]
set_input_delay [expr $clk_period * $clk_io_pct] -clock clk0 $non_clock_inputs
set_output_delay [expr $clk_period * $clk_io_pct] -clock clk0 [all_outputs]
```

## design.v

```verilog
module  hex_driver (
  input      [4:0] InVal,
  output reg [7:0] OutVal
);
always @(InVal)
begin
  case (InVal)
  5'd0  : OutVal = 8'hC0;
  5'd1  : OutVal = 8'hF9;
  5'd2  : OutVal = 8'hA4;
  5'd3  : OutVal = 8'hB0;
  5'd4  : OutVal = 8'h99;
  5'd5  : OutVal = 8'h92;
  5'd6  : OutVal = 8'h82;
  5'd7  : OutVal = 8'hF8;
  5'd8  : OutVal = 8'h80;
  5'd9  : OutVal = 8'h90;
  5'd10 : OutVal = 8'h88;
  5'd11 : OutVal = 8'h83;
  5'd12 : OutVal = 8'hC6;
  5'd13 : OutVal = 8'hA1;
  5'd14 : OutVal = 8'h86;
  5'd15 : OutVal = 8'h8E;
  5'd16 : OutVal = 8'hAF;  
  5'd17 : OutVal = 8'hA3;  
  5'd18 : OutVal = 8'h90;  
  default : OutVal = 8'hFF;  
  endcase
end
endmodule
```

## run.sh

```bash
#!/bin/bash
# OpenROAD 26Q1-2900-gdf79404cd8, Yosys 0.63+post, stock flow scripts
make -C /OpenROAD-flow-scripts/flow DESIGN_CONFIG=/design/flow/config.mk WORK_HOME=/design/flow/orfs finish
```

==> results.tsv <==
stage	metric	value	unit
worst_setup_path	arrival	1470	ps
placed_design	portBuffers	12	
global_routing	grt.busiest_layer	met2	
final_timing	setup_ws	49.1	ps
synth	yosysSeqAreaShare	0	%
die	chipArea	6400	um^2
placed_design	hpwl	961	um
die	num_rows	21	
synth	top_cell_area_share	21.0	%
routing	wl	1440	um
layout	layout-drive-gt1-share	59.3	%
job	maxCapViolations	0	
power	peakVddDrop	33.4	uV
power	internal-power	94.2	uW
synth	top_cells_by_area	ha_1 21%, buf_6 8.1%, nor2b_1 7.5%	
global_routing	antenna_found_initial	0	
layout	seq_area	0	um^2
hold_path	hold_path_class	input pin to primary output	
layout	flop-count	0	
power	comb_power_share	100.0	%
routing	firstDrtPassIters	4	
layout	lay_top_cells	19 x buf_4, 7 x buf_6, 5 x ha_4, 5 x buf_2	
global_routing	grt_use_met3	0.114	%
placed_design	post-place-ws	-712	ps
job	warning_count	39	
synth	ys_cells	54	
worst_setup_path	setup.worst_path.start_class	input pin	
routing	ant_nets	0	
final_timing	finalCriticalPeriod	1850	ps
power	p_leak	0.349	nW
layout	area_growth	94.9	%
final_timing	fin_tns_setup	0	ps
routing	detail_route.vias_per_cell	3.80	
synth	ys_warn_count	1	
synth	synth_cell_types	29	
global_routing	gr-total-overflow	0	
final_timing	period_used_share	97.4	%
power	power_switching	70.4	uW
synth	synth_chip_area	417	um^2
routing	num_vias	501	
layout	stdcell_area	812	um^2
global_routing	grt_max_degree	11	
final_timing	setup_viol	0	
global_routing	gr-usage-all-layers	4.48	%
final_timing	hold_violations	0	
status	status	completed	
worst_setup_path	critical_path.endpoint_type	primary output	
die	fp_util	12.2	%
global_routing	grt_util_met1	5.27	%
power	seq_power_share	0	%
routing	drt-initial-drc-count	39	
routing	wl_per_cell	10.9	um
layout	num-clock-buffers	0	
placed_design	placed_area	651	um^2
global_routing	grt_use_met2	9.07	%
synth	top_area_cell	ha_1	
synth	synth.avg_cell_area	7.72	um^2
layout	final_common_cell	buf_4	
layout	finalCoreUtilization	23.8	%
power	powerDensity	203	nW/um^2
synth	syn_area	417	um^2
die	dieWidth	80	um
worst_setup_path	worstPathRequired	1520	ps
synth	syn_inst	54	
die	pin_count	13	
power	switching_share	42.8	%
routing	antennaDiodeCount	0	
final_timing	fmax	0.540	GHz
placed_design	place_congestion	0.766	
routing	drc	0	
global_routing	grt_pass1_vias	525	
worst_setup_path	crit_fanout	5	
power	power_frac_clock	0	%
final_timing	rsz0062_at_grt	true	
global_routing	grt_pass1_wl	2440	um
die	die_y	80	um
die	core_area	3420	um^2
final_timing	finalMaxSlewViolations	0	
worst_setup_path	worst-setup-path-type	input pin to primary output	
==> critical path, stage by stage <==
cell and delay [ps]:
buf_4 120, buf_6 120, ha_4 160, buf_4 130, nor2_2 90, a221oi_2 70
o22a_1 170, dlygate4sd2_1 230
==> per-layer routing <==
| layer | up-vias | routed length, um |
|---|---|---|
| li1 | 258 | - |
| met1 | 228 | 579 |
| met2 | 13 | 801 |
| met3 | 2 | 48 |
| met4 | 0 | 12 |
| met5 | - | 0 |
==> per-stage QoR <==
step	hold slack [ps]	total power, mW	instances
after floorplan	838	0.0658	54
after global placement	1900	0.135	121
after detailed placement	1900	0.136	121
after CTS	1340	0.160	131
after global routing	1320	0.182	132
final	1240	0.165	132
==> cell type report <==
| cell class | instances | area (um^2) |
|---|---|---|
| Fill cell | 360 | 2600 |
| Inverter | 3 | 11.3 |
| Multi-Input combinational cell | 46 | 454 |
| Tap cell | 46 | 57.6 |
| Timing Repair Buffer | 37 | 289 |
==> synthesized netlist by cell type <==
cell type / count
a2111oi_2: 1
a211o_1: 1
a211oi_2: 1
a21oi_1: 1
a221oi_2: 1
a31oi_1: 1
and3_1: 1
buf_4: 2
buf_6: 3
conb_1: 1
ha_1: 7
inv_1: 3
mux2_2: 2
mux2i_1: 1
nand2_1: 4
nand2b_1: 1
nor2_1: 4
nor2b_1: 5
nor3_1: 1
nor3b_1: 1
o211ai_1: 1
o21ai_0: 3
o21ai_1: 2
o21ba_1: 1
o21bai_1: 1
o22a_1: 1
o22ai_1: 1
o32a_1: 1
xor2_1: 1
==> worst paths after layout <==
check	from	endpoint	slack, ps	cells after the start
setup / recovery	InVal[1]	OutVal[6]	50	8
hold / removal	InVal[2]	OutVal[1]	1240	5
==> power groups by stage <==
| stage | sequential, mW | combinational (mW) | clock (mW) |
|---|---|---|---|
| after CTS | 0 | 0.160 | 0 |
| after global routing | 0 | 0.182 | 0 |
| final | 0 | 0.165 | 0 |
==> kinds of logic after synthesis <==
| group | count (synthesis) | synth area share [%] |
|---|---|---|
| compound gates | 17 | 33.0 |
| xor+xnor | 1 | 2.10 |
| fa+ha+maj | 7 | 21.0 |
| buf+inv | 8 | 14.4 |
| mux | 3 | 7.81 |
| other cells | 1 | 0.900 |
| simple gates | 17 | 20.7 |
==> repair_timing <==
action                                  in CTS  in global routing
hold buffers                                 0                  0
endpoints found under the hold margin        0                  0
endpoints found under the setup margin       7                  6
cloned                                       2                  0
setup buffers                                8                  1
pin swaps                                    8                  6
resized                                     52                 12
Power and IR drop assume default switching activity.
